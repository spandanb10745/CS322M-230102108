### design.v
`timescale 1ns / 1ps
module regfile(input  logic        clk, 
               input  logic        we3, 
               input  logic [ 4:0] a1, a2, a3, 
               input  logic [31:0] wd3, 
               output logic [31:0] rd1, rd2);
  logic [31:0] rf[31:0];
  always_ff @(posedge clk)
    if (we3 & a3!=0) rf[a3] <= wd3;	  
  assign rd1 = (a1 != 0) ? rf[a1] : 0;
  assign rd2 = (a2 != 0) ? rf[a2] : 0;
endmodule
### run.sh
#!/bin/bash
# OpenROAD 26Q1-2900-gdf79404cd8, Yosys 0.63+post, stock flow scripts
make -C /OpenROAD-flow-scripts/flow DESIGN_CONFIG=/design/flow/config.mk WORK_HOME=/design/flow/orfs finish
### config.mk
export PLATFORM = sky130hd
export DESIGN_NAME = regfile
export DESIGN_NICKNAME = regfile
export VERILOG_FILES = /design/flow/design.v
export SDC_FILE = /design/flow/constraint.sdc
export NUM_CORES = 4
export LEC_CHECK = 1
export CORE_UTILIZATION = 40
### constraint.sdc
current_design regfile

set clk_period 9.8
set clk_io_pct 0.2

create_clock -name clk0 -period $clk_period [get_ports {clk}]

set non_clock_inputs [all_inputs -no_clocks]
set_input_delay [expr $clk_period * $clk_io_pct] -clock clk0 $non_clock_inputs
set_output_delay [expr $clk_period * $clk_io_pct] -clock clk0 [all_outputs]
==> impl_metrics.yaml <==
# physical design summary
status:
  run_status: "complete, no violations"
place:
  port-buffer-count: 112
  place_congestion: 0.892
  post-place-cells: 4213
  postPlaceCellArea_um2: 51200
  dp.final_hpwl_um: 88100
worst_setup_path:
  slowest_library_cell_on_the_worst_path: "a211oi_1"
  timing.critical_path.required_ns: 7.84
  timing.critical_path.to_type: "output port"
  critPathMaxStageDelay_ns: 0.78
  cp-start-kind: "input port"
  cp.buffers_inverters: 4
  worstSetupPathType: "in -> out"
  cpMostUsedCell: "buf_4"
  cp_max_fo: 30
  worstPathArrival_ns: 5.66
  cell_family_with_most_cp_delay: "buffers and inverters"
  worstPathCellList: "buf_6 > buf_4 > nor2_4 > and3_2 > buf_4 > a211oi_1 > clkdlybuf4s50_1"
clock_tree:
  cts-buffers-inserted: 105
  post_cts_gate_resize_count: 0
  cts_root_buf: "clkbuf_16"
  cts.sink_count: 1024
  post_cts_hold_buffer_count: 0
  worst_setup_hold_path_clk_slew_ns: 0.06
  cts_setup_buffers: 0
  cts_max_level: 3
  cts_buffer_depth: 3
  cts_tree: "built"
floorplan:
  fp.coreArea_um2: 118000
  io_pins: 113
  floorplan.die_area_um2: 121000
  die_height_um: 348
  fp-utilization_pct: 40.5
  die_x_um: 348
  row_count: 126
synth:
  yosys_warnings: 1
  synth-async-reset-ratio_pct: 0
  ys_seq_share_pct: 64.2
  dominantRegCellSynth: "edfxtp_1"
  tally_of_unique_sky130hd_cells_used_after_synthesis: 39
  synth_stat.cells: 2564
  yosys_area_um2: 47900
  number_of_flip_flops_and_latches_in_the_synthesized_netlist: 1024
  postSynthCellCount: 2564
  synth-edff-count: 1024
  synth_area_um2: 47900
  synth_area_per_cell_um2: 18.7
pwr:
  switching_power_mw: 2.19
  share_seq_of_total_power_pct: 50.0
  cellInternalPower_mw: 7.63
  static-leakage-power_nw: 17.6
  total_power_divided_by_cell_area_nw_per_um2: 180
  max-vdd-ir-drop_mv: 0.138
  p_comb_share_pct: 9.0
  pwr-share-clk_pct: 41.0
  sw_frac_of_total_pct: 22.3
min_path:
  timing.hold.worst.class: "in -> reg"
finish:
  final_layout_size_suffix_gt1_share_pct: 26.4
  layout_top_registers: "rf: 1024 flops"
  post-route-cell-area_um2: 54700
  layout_top_cell_excl_fill_tap: "edfxtp_1"
  finished_layout_cells: 4406
  area_growth_pct: 14.1
  largest_reg_flops: 1024
  regMostFlops: "rf"
  layout.area.seq_um2: 30700
  fillCellCount: 9622
  finish.utilization_pct: 46.2
  mi_logic_area_um2: 16400
  most-common-layout-cells: "edfxtp_1 (1024), mux2i_1 (320), mux4_2 (316), buf_4 (121), clkbuf_16 (108)"
route:
  detailedRoute.firstIterationViolations: 1879
  avgViaCountPerCell: 6.38
  avgRoutedWirePerCell_um: 34.6
  drt-pass1-iter-count: 6
  detail_route.drc_violations: 0
  via_count: 28095
  ant_nets: 0
  wl_final_um: 153000
global_route:
  grt_overflow: 0
  first_global_vias: 31689
  antenna_found_initial: 3
  grt_start_max_net_pins: 71
  grt_use_total_pct: 27.8
  first_pass_grt_wire_length_um: 218000
final_timing:
  final_period_minus_worst_setup_slack_ns: 7.62
  setup_viol: 0
  finalHoldWorstSlack_ns: 2.08
  slew-limit-headroom_pct: 29.4
  fmax_ghz: 0.131
  worst_slew_pin_slew_ns: 1.06
  unrepaired_setup_endpoints_after_global_routing: "no"
  timing_hold_violations_final: 0
  min_period_over_period_pct: 77.8
  slew_violations: 0
  totalNegativeSetupSlack_ns: 0
run:
  max_cap_violations: 0
  warnings: 26
final cells by class:
cell class	instances	area share (%)
diodes	4	0.0183
clock buffers	129	5.09
clock inverters	60	1.22
inverters	2	0.0160
multi-input cells	1354	30.0
flip-flops and latches	1024	56.3
well taps	1600	3.66
repair buffers	233	3.74
through the flow:
step                      setup slack, ns  total power [mW]
final                                2.18              9.82
after global routing                 2.02              10.1
after CTS                            2.22              9.88
after detailed placement             2.21              5.88
after global placement               2.29              5.87
after floorplan                      4.47              5.49
synthesized netlist by cell type (2+ instances only):
library cell / number / area, um^2
o21ai_0: 50 / 250
inv_1: 2 / 7.51
a21oi_1: 32 / 160
or3b_2: 5 / 43.8
buf_6: 12 / 135
nand4_1: 32 / 200
a211oi_2: 11 / 138
o2111ai_1: 10 / 87.6
a221oi_1: 38 / 333
a221oi_2: 16 / 240
nor2_1: 36 / 135
mux2i_1: 320 / 3200
nor2b_1: 37 / 231
o221ai_1: 64 / 561
edfxtp_1: 1024 / 30700
mux4_2: 316 / 7120
a22oi_1: 64 / 480
o21ai_1: 4 / 20.0
nand3b_1: 6 / 45.0
nand2_1: 85 / 319
mux4_1: 36 / 946
clkbuf_1: 98 / 368
nand3_1: 2 / 10.0
buf_2: 50 / 250
mux2_2: 64 / 721
a311oi_1: 32 / 280
a211oi_1: 53 / 398
buf_4: 53 / 398
or3_1: 2 / 12.5
cells by family after synthesis:
family | share of synthesized area [%]
and+or+nand+nor | 2.18
AOI/OAI and AO/OA | 6.15
DFF | 64.2
muxes | 25.0
buffers and inverters | 2.44
other | 0.00783
worst paths after layout:
check	end	depth (start not counted)	slack [ns]	from
worst max-delay path	rd2[16]	7	2.18	a2[1]
worst min-delay path	rf[30][20]	2	2.08	wd3[20]
layer usage:
metal	share of wire (%)	up-vias	global-route usage (%)
met4	4.4	8	9.33
met3	20	414	25.2
met5	0.056	-	1.44
met2	45	2366	38.9
li1	-	11326	-
met1	30	13981	30.2
power by group through the flow:
stage         clock network, mW  logic, mW  registers [mW]
global route               4.23      0.937            4.92
finish                     4.02      0.884            4.91
CTS                        4.08      0.883            4.91
Power is estimated from default activity; no workload was simulated.
