<file path="flow/run.sh">
#!/bin/bash
# OpenROAD 26Q1-2900-gdf79404cd8, Yosys 0.63+post, stock flow scripts
make -C /OpenROAD-flow-scripts/flow DESIGN_CONFIG=/design/flow/config.mk WORK_HOME=/design/flow/orfs finish
</file>
<file path="flow/config.mk">
export PLATFORM = sky130hd
export DESIGN_NAME = dmem
export DESIGN_NICKNAME = dmem
export VERILOG_FILES = /design/flow/design.v
export SDC_FILE = /design/flow/constraint.sdc
export NUM_CORES = 4
export LEC_CHECK = 1
export CORE_UTILIZATION = 30
</file>
<file path="flow/constraint.sdc">
current_design dmem

set clk_period 40.2
set clk_io_pct 0.2

create_clock -name clk0 -period $clk_period [get_ports {clk}]

set non_clock_inputs [all_inputs -no_clocks]
set_input_delay [expr $clk_period * $clk_io_pct] -clock clk0 $non_clock_inputs
set_output_delay [expr $clk_period * $clk_io_pct] -clock clk0 [all_outputs]
</file>
<file path="flow/design.v">
`timescale 1ns / 1ps
module dmem(
    input logic clk,we,
    input logic [31:0] a,wd,
    output logic [31:0] rd
    );
   logic [31:0] RAM [63:0];
   assign rd= RAM[a[31:2]];  
   always_ff @(posedge clk)
   if(we) RAM[a[31:2]]<=wd;
endmodule
</file>
==> run_results.csv <==
group,metric,value,unit
critical_path,worstPathRequired,32160,ps
floorplan,die_y,512.8,um
pwr,powerDensity,48.03,nW/um^2
routing,dr.pass1.iters,6,
cts,postCtsSetupBuffers,0,
routing,dr.first_iter.drc_count,2946,
pwr,p_leak,28.04,nW
critical_path,worst_setup_path_start_kind,"input pin",
placed_design,place_ws,19060,ps
floorplan,std_cell_rows,187,
critical_path,crit_slowest_cell,"buf_4",
synth,synth_warnings,1,
sta,setup_tns,0,ps
cells_and_area,fillers,23670,
sta,hold_viol,0,
routing,drcViolationCount,0,
synth,yosysSeqAreaShare,78.56,%
synth,netlist_instances,4207,
min_path,hold_class,"input pin to flip-flop",
cells_and_area,drive_gt1_share,17.78,%
pwr,power,4.303,mW
cts,cts_buffer_depth,3,
floorplan,chipArea,263000,um^2
global_routing,gr-usage-met2,25.16,%
critical_path,cpMostUsedCell,"buf_4",
global_routing,grt_use_total,16.88,%
floorplan,fp_util,30.17,%
sta,slew_violations,0,
synth,ff_type,"edfxtp_1",
sta,rsz0062_at_grt,"no",
job,maxCapViolations,0,
cts,htree_levels,4,
synth,synth_flops,2048,
synth,top_area_cell,"edfxtp_1",
critical_path,cp.arrival,13130,ps
synth,async_flop_share,0,%
global_routing,grt_pass1_wl,301.8,mm
sta,setup_viol,0,
critical_path,cp_max_fo,56,
synth,yosys.area.top_type_share,78.56,%
cts,clkSinkCount,2048,
synth,synth-edff-count,2048,
critical_path,worstPathCellList,"buf_8 -> buf_4 -> buf_4 -> nor2b_4 -> buf_4 -> a221oi_1 -> o22a_1 -> o22ai_1 -> or4_1 -> clkdlybuf4s50_1",
cts,cts_tree,"done",
sta,fin_crit_sh,52.65,%
global_routing,use_met3,12.33,%
synth,top_cells_by_area,"edfxtp_1, mux2i_1, mux4_2",
floorplan,fp.dieW,512.8,um
synth,syn_area_per_cell,18.61,um^2
cts,ctsResizeCount,0,
routing,wirelength,208.1,mm
synth,synth_cell_types,55,
floorplan,core-area,259500,um^2
global_routing,gr-total-overflow,0,
global_routing,grt.met1_usage,19.27,%
critical_path,cp-end-kind,"primary output",
critical_path,cpPeakStageDelay,680,ps
global_routing,grt_pass1_vias,43870,
synth,ys_chip_area,78290,um^2
placed_design,dp_hpwl,115.8,mm
sta,worst_slack,19030,ps
global_routing,grt_max_degree,73,
routing,drt.antenna.violating_nets,0,
placed_design,gp_congestion,0.8655,
sta,clock.fmax,0.04724,GHz
synth,ys_cells,4207,
sta,period_needed,21170,ps
cells_and_area,largest_register_ffs,2048,
outcome,status,"complete, no violations",
pwr,vdd_ir_drop_max,41.55,uV
cts,hold_buffers,0,
routing,num_vias,41420,
placed_design,io_buffers,71,
cts,numCtsBuffers,188,
synth,syn_area,78290,um^2
floorplan,io_pins,98,
cts,clk_pin_slew,60,ps
job,warning_count,52,
routing,vias_per_cell,5.238,
global_routing,antenna_found_initial,5,
critical_path,crit_type,"input pin to primary output",
sta,worst_slew_pin_slew,1047,ps
routing,diodes,0,
global_routing,grt_most_used_layer,"met2",
cts,cts-root-buf,"clkbuf_16",
routing,wl_per_cell,26.32,um
cells_and_area,area_growth,14.46,%
sta,maxSlewHeadroom,28.40,%
-- synthesized netlist by cell type (all sizes together), types with 16 or more instances --
cell type  instances
nor3              22
o22ai             93
a31oi             43
a222oi            16
a221oi           175
clkbuf           169
o22a              70
mux4              96
nand3             54
nand2b            18
a21oi            121
a211oi            17
nor2             145
buf              129
nand2             28
mux2             147
a22o              66
edfxtp          2048
and3              85
o21ai             85
a22oi            188
mux2i            259
-- worst max-delay path, delay by kind of cell --
family | cells | cell delay [ps]
buffers and inverters | 5 | 2780
AND-OR/OR-AND | 3 | 1250
AND/OR/NAND/NOR | 2 | 900
-- through the flow --
| stage | instances | hold WS [ps] | cell area [um^2] | util, % |
|---|---|---|---|---|
| 6_report | 7908 | 7449 | 89610 | 34.53 |
| 5_1_grt | 7908 | 7413 | 89610 | 34.53 |
| 4_1_cts | 7908 | 7403 | 89610 | 34.53 |
| 3_5_place_dp | 7575 | 8275 | 83830 | 32.31 |
| 3_3_place_gp | 7575 | 8294 | 83830 | 32.31 |
| 2_1_floorplan | 4207 | 8139 | 78290 | - |
-- worst paths after layout --
| kind | start | end | cells past startpoint |
|---|---|---|---|
| max | a[4] | rd[21] | 10 |
| min | wd[24] | RAM[62][24]$_DFFE_PP_ | 1 |
-- cell usage in the layout (no fill, tap or decap), drive strengths merged, types with 16 or more instances in the layout --
master | synthesis | routed
a22oi | 188 | 188
mux2 | 147 | 147
a211oi | 17 | 17
a22o | 66 | 66
a31oi | 43 | 43
nor3 | 22 | 22
o21ai | 85 | 85
a222oi | 16 | 16
edfxtp | 2048 | 2048
clkdlybuf4s50 | 0 | 36
a221oi | 175 | 175
mux4 | 96 | 96
nand2 | 28 | 28
nor2 | 145 | 145
mux2i | 259 | 259
o22a | 70 | 70
clkbuf | 169 | 235
and3 | 85 | 85
nand2b | 18 | 18
buf | 129 | 228
o22ai | 93 | 93
a21oi | 121 | 121
clkinv | 0 | 78
nand3 | 54 | 54
-- report_power, final --
| group | internal, mW | total (mW) | switching, mW |
|---|---|---|---|
| combinational | 0.0744 | 0.233 | 0.159 |
| sequential | 2.36 | 2.37 | 0.00290 |
| clock | 0.948 | 1.70 | 0.755 |
| total | 3.39 | 4.30 | 0.916 |
-- layout make-up --
type / count / area [um^2] / area share (%)
well taps: 3402 / 4257 / 4.750
clock buffers: 235 / 4966 / 5.542
repair buffers: 264 / 2014 / 2.248
inverters: 2 / 15.01 / 0.01676
clock inverters: 98 / 809.5 / 0.9034
multi-input cells: 1859 / 16050 / 17.91
flip-flops and latches: 2048 / 61500 / 68.63
-- routing by layer --
layer	part of all wire, %	wire [um]
met5	0.19	402
met4	3.5	7204
met3	16	33650
met2	46	95780
met1	34	71110
-- cells by family after synthesis --
kind of cell	after synthesis	synth area share [%]
simple gates	424	2.829
buf+inv	300	1.696
mux	502	8.188
compound gates	933	8.733
flops	2048	78.56
Power figures rest on the tool's default switching activity, not on a simulated workload.
